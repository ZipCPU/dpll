==> flow/design.v <==
`default_nettype	none
module	ppspll #(
		parameter		STEP_BITS = 24,
					PHASE_BITS = 32+STEP_BITS,
		parameter	[0:0]	OPT_TRACK_FREQUENCY = 1'b1,
					OPT_ASYNCHRONOUS_PPS= 1'b1,
		localparam		PB = PHASE_BITS,
					SB = STEP_BITS
	) (
		input	wire			i_clk,
		input	wire			i_ld,
		input	wire	[(SB-1):0]	i_step,
		input	wire			i_ce,
		input	wire			i_pps,
		input	wire	[PB-1:0]	i_pcoef,
		input	wire	[SB-1:0]	i_fcoef,
		output	reg			o_pps,
		output	wire	[PB-1:0]	o_phase
	);
	reg	[PB-1:0]	r_counter;
	reg	[SB-1:0]	r_step;
	wire			pps_stb;
	reg			rcvd_pps;
	reg			p, n, cc;
	reg	[19:0]		load;
	reg			nzload;
	reg	[SB-1:0]	last_ctr;
	generate if (OPT_ASYNCHRONOUS_PPS)
	begin
		reg	r_pps, r_pipe, r_last, r_pps_stb;
		initial	{ r_last, r_pps, r_pipe } = 3'b0;
		always @(posedge i_clk)
			{ r_pps, r_pipe } <= { r_pipe, i_pps };
		always @(posedge i_clk)
		if (i_ce)
			r_last <= r_pps;
		initial	r_pps_stb = 1'b0;
		always @(posedge i_clk)
		if (i_ce)
			r_pps_stb <= (!r_last)&&(r_pps);
		else
			r_pps_stb <= (r_pps_stb)||((!r_last)&&(r_pps));
		assign	pps_stb = r_pps_stb;
	end else begin
		reg	last_pps;
		initial	last_pps <= 1'b0;
		always @(posedge i_clk)
		if (i_ce)
			last_pps <= i_pps;
		always @(posedge i_clk)
		if (i_ce)
			r_pps_stb <= (!r_last)&&(i_pps);
		else
			r_pps_stb <= (r_pps_stb)||((!r_last)&&(i_pps));
		assign	pps_stb = (!last_pps)&&(i_pps);
		assign	w_pps = i_pps;
	end endgenerate
	initial	rcvd_pps = 0;
	initial	load = 0;
	always @(posedge i_clk)
	if (i_ce)
	begin
		if ((!r_counter[PB-1])&&(&r_counter[PB-2:SB])&&(cc))
			rcvd_pps <= 1'b0;
		else if (pps_stb)
			rcvd_pps <= 1'b1;
		p <= 0;
		n <= 0;
		cc <= 0;
		if ((rcvd_pps)&&(r_counter[PB-1:PB-2]==2'b11))
		begin
			{ cc, r_counter[SB-1:0] } <= r_counter[SB-1:0]
					+ r_step + i_pcoef[SB-1:0];
			p <= 1'b1;
		end else if ((nzload)&&(rcvd_pps))
		begin
			{ cc, r_counter[SB-1:0] } <= r_counter[SB-1:0]
					+ r_step - i_pcoef[SB-1:0];
			n <= 1'b1;
		end else begin
			{ cc, r_counter[SB-1:0] } <= r_counter[SB-1:0]
					+ r_step[SB-1:0];
		end
		if (p)
		begin
			{ o_pps, r_counter[PB-1:SB] } <= r_counter[PB-1:SB]
					+ i_pcoef[PB-1:SB]
					+ {{(PB-SB-1){1'b0}},cc};
		end else if (n)
		begin
			{ o_pps, r_counter[PB-1:SB] } <= r_counter[PB-1:SB]
					- i_pcoef[PB-1:SB]
					+ {{(PB-SB-1){1'b0}},cc};
		end else begin
			{ o_pps, r_counter[PB-1:SB] } <= r_counter[PB-1:SB]
					+ {{(PB-SB-1){1'b0}},cc};
		end
		if ((!rcvd_pps)&&(r_counter[PB-1:PB-2]==2'b00))
		begin
			if (! &load)
				load <= load + 1;
			nzload <= 1'b1;
		end else if ((rcvd_pps)&&(load > 0))
		begin
			load <= load - 1;
			nzload <= (load > 1);
		end else begin  
			load <= 0;
			nzload <= 1'b0;
		end
	end
	always @(posedge i_clk)
	if (i_ld)
		r_step <= i_step;
	else if ((i_ce)&&(rcvd_pps)&&(OPT_TRACK_FREQUENCY))
	begin
		if (r_counter[PB-1])
			r_step <= r_step + i_fcoef;
		else if (nzload)
			r_step <= r_step - i_fcoef;
	end
	always @(posedge i_clk)
	if (i_ce)
		last_ctr = r_counter;
	assign	o_phase = { r_counter[PB-1:SB], last_ctr };
endmodule
==> flow/run.sh <==
#!/bin/bash
# OpenROAD 26Q1-2900-gdf79404cd8, Yosys 0.63+post, stock flow scripts
make -C /OpenROAD-flow-scripts/flow DESIGN_CONFIG=/design/flow/config.mk WORK_HOME=/design/flow/orfs finish
==> flow/config.mk <==
export PLATFORM = sky130hd
export DESIGN_NAME = ppspll
export DESIGN_NICKNAME = ppspll
export VERILOG_FILES = /design/flow/design.v
export SDC_FILE = /design/flow/constraint.sdc
export NUM_CORES = 4
export LEC_CHECK = 1
export CORE_UTILIZATION = 40
==> flow/constraint.sdc <==
current_design ppspll

set clk_period 13.5
set clk_io_pct 0.2

create_clock -name clk0 -period $clk_period [get_ports {i_clk}]

set non_clock_inputs [all_inputs -no_clocks]
set_input_delay [expr $clk_period * $clk_io_pct] -clock clk0 $non_clock_inputs
set_output_delay [expr $clk_period * $clk_io_pct] -clock clk0 [all_outputs]
==> flow_summary.ini <==
; yosys + openroad results
[sta]
worst_slew_pin_slew_ps = 830.6
max_slew_margin = 0.4392
skew_ps = 11.27
slew_viol_final = 0
period_used_share = 0.5017
finalSetupTns_ps = 0
rsz0062_at_grt = no
finalSetupViolations = 0
hold_viol = 0
period_minus_slack_ps = 6773
fmax_mhz = 147.6

[synth]
ys_sh_adder = 0.1645
xor_area_frac = 0.08419
synth.largest_area_cell = edfxtp_1
edf_count = 131
logic_family = AND-OR/OR-AND gates
ff_type = edfxtp_1
ys.flops = 134
post-synth-top-count-cell = ha_1
yosys.area_share.simple = 0.1751
synth.cell_area_mm2 = 0.01592
async_flop_share = 0
synth.avg_cell_area_um2 = 8.251
synth.distinct_cells = 83
synth_seq_share = 0.2509
ys_sh_mux = 0.008411
synth_chip_area_mm2 = 0.01592
postSynthCellCount = 1929
topCellsByArea = edfxtp_1, ha_1, a21oi_1
ys_cells = 1929
aoi_share = 0.2529
synthTopCellsByCount = ha_1, a21oi_1, nor2_1
netlist.area_leader.share = 0.2472
yosysWarnings = 1

[grt]
antenna_found_initial = 3
grt_pass1_vias = 13787
grt_pass1_wl_um = 72750
grt_overflow = 0
grt_max_degree = 67
grt_use_total = 0.2314

[critical_path]
cp_max_fo = 5
regToRegSetupSlack_ps = 8140
rr_startpoint = r_step[1]
arrival_ps = 6940
startpoint = i_fcoef[2]
ff2ff_path_depth = 19
cp.required_ps = 13670
startpoint_type = input pin
cp-end-kind = flip-flop
r2r_end = cc
crit_type = in2reg

[route]
drtPass1Iterations = 5
postRouteAntennaNets = 0
wl_um = 45200
num_vias = 14522
drc = 0
vias_per_cell = 5.662
initialDrtViolationCount = 908
wl_per_cell_um = 17.62

[floorplan]
die_h_um = 201.5
initial_core_util = 0.4090
rows = 72
chip_area_mm2 = 0.04059
die_x_um = 201.5
io_pins = 165
core_area_mm2 = 0.03892

[clock_tree]
clock_latency_ps = 450
clkSlewWorstSetupHoldPaths_ps = 60
clock-sinks = 134
cts_tree = done
numCtsBuffers = 17
cts-root-buf = clkbuf_16
hold_buffers = 0
cts_setup_buffers = 0
cts_resized = 0
htree_levels = 4
clk_path_buf_depth = 2

[cells_and_area]
fin_area_mm2 = 0.01843
fin_util = 0.4735
syn_to_final_growth_pct = 15.78
drive_above_1_share = 0.03863

[hold_path]
hold_depth = 0
min_path_type = reg2reg
hold_end = genblk1.r_pps
holdCritStartpoint = genblk1.r_pipe

[place]
placed_cell_area_mm2 = 0.01782
dpl.hpwl_um = 35190
port_buffers = 164
globalplace.congestion = 0.9315

[status]
outcome = finished, final reports clean

[run]
drv_cap = 0
warnings = 80
[layout by cell type, fill, tap and decap left out, drive strengths merged, types with 13 or more instances in the layout]
cell           synthesis  routed
o211ai                19      19
xor2                  55      55
a21o                  41      41
and3                  28      28
nor4                  13      13
o21bai                22      22
a221oi                21      21
clkdlybuf4s50          0     163
o21ai                101     101
nand2                151     151
o22ai                 18      18
a31oi                 19      19
inv                  148     156
edfxtp               131     131
nor3                  49      49
nand2b                30      30
nor2b                 19      19
o31ai                 13      13
a21oi                191     191
xnor2                 98      98
nor2                 172     172
or3                   21      21
nand3                 32      32
nand4                 15      15
ha                   198     198
a221o                 13      13
clkbuf                49      18
o21a                  19      19
a211oi                38      38
[metal layers]
| metal | wire (um) | up-vias | share of wire | track usage |
|---|---|---|---|---|
| met4 | 841 | 2 | 0.019 | 0.04194 |
| met3 | 2383 | 53 | 0.053 | 0.03538 |
| met5 | 14 | - | 0.00031 | 0 |
| met1 | 20690 | 6760 | 0.46 | 0.3442 |
| li1 | - | 7316 | - | - |
| met2 | 21270 | 391 | 0.47 | 0.3682 |
[state kept, by name (all words and copies together) (netlist names)]
| register | flops |
|---|---|
| r_counter | 56 |
| last_ctr | 24 |
| r_step | 24 |
| load | 20 |
| cc | 1 |
| genblk1.r_last | 1 |
| genblk1.r_pipe | 1 |
| genblk1.r_pps | 1 |
| genblk1.r_pps_stb | 1 |
| n | 1 |
| nzload | 1 |
| o_pps | 1 |
| p | 1 |
| rcvd_pps | 1 |
[area by class of cell]
type	instances	area, um^2
inverter	148	555.5
timing repair buffer	174	1714
multi-input combinational	1557	10910
clock inverter	14	162.7
clock buffer	18	439.2
antenna	2	5.005
sequential	134	3994
fill	3702	20490
tap	518	648.1
[metrics by stage]
stage	setup WS, ps	instances	hold WS (ps)
6_report	6727	2565	358.7
5_1_grt	6358	2565	363.9
4_1_cts	6767	2563	371.2
3_5_place_dp	6316	2531	368.7
3_3_place_gp	6360	2531	369.1
2_1_floorplan	7434	1929	309.6
[worst max path at each step]
stage,endpoint,slack [ps],cells after the start
CTS,r_step[22],6770,17
global route,r_step[22],6360,17
finish,r_step[22],6730,17
[critical path, cell delays in order]
cell and delay [ps]:
clkdlybuf4s50_1 460, nor3_1 340, nand2_1 120, nor3_1 250, nor4b_1 650, a21oi_1 160
xor2_1 180, ha_1 350, a21o_1 180, a21oi_1 190, nor2_1 60, a311oi_1 440
o31ai_1 220, a311oi_1 310, o21bai_1 110, xnor2_1 140, o21ai_0 90
[cells by family (layout without fill, tap and decap cells)]
family                   after synthesis  count (layout)
adder cells (fa/ha/maj)              205             205
XOR/XNOR                             153             153
other                                  0               2
buffers and inverters                238             354
multiplexers                          13              13
flip-flops                           134             134
AND/OR/NAND/NOR                      579             579
AND-OR/OR-AND                        607             607
