$ cat flow/design.v
`default_nettype	none
module	boxcar #(
		parameter	IW=16,		 
				LGMEM=6,	 
				OW=(IW+LGMEM),	 
		parameter [0:0]	FIXED_NAVG=1'b0,  
		localparam [0:0] OPT_SIGNED=1'b0,  
		parameter	[(LGMEM-1):0]	INITIAL_NAVG= -1
	) (
		input	wire			i_clk,	 
						i_reset, 
		input	wire	[(LGMEM-1):0]	i_navg,	 
		input	wire			i_ce,	 
		input	wire	[(IW-1):0]	i_sample, 
		output	reg	[(OW-1):0]	o_result 
	);
	reg			full;
	reg	[(LGMEM-1):0]	rdaddr, wraddr;
	reg	[(IW-1):0]	mem [0:((1<<LGMEM)-1)];
	reg	[(IW-1):0]	preval, memval;
	reg	[IW:0]	sub;
	reg	[(IW+LGMEM-1):0] acc;
	wire	[(LGMEM-1):0]	w_requested_navg;
	wire	[(IW+LGMEM-1):0]	rounded;
	initial	wraddr = 0;
	always @(posedge i_clk)
	if (i_reset)
		wraddr <= 0;
	else if (i_ce)
		wraddr <= wraddr + 1'b1;
	assign w_requested_navg = (FIXED_NAVG) ? INITIAL_NAVG : i_navg;
	initial	rdaddr = 0;
	always @(posedge i_clk)
	if (i_reset)
		rdaddr <= -w_requested_navg;
	else if (i_ce)
		rdaddr <= rdaddr + 1'b1;
	initial	preval = 0;
	always @(posedge i_clk)
	if (i_reset)
		preval <= 0;
	else if (i_ce)
		preval <= i_sample;
	always @(posedge i_clk)
	if (i_ce)
		mem[wraddr] <= i_sample;
	initial	memval = 0;
	always @(posedge i_clk)
	if (i_ce)
		memval <= mem[rdaddr];
	initial	full   = 1'b0;
	always @(posedge i_clk)
	if (i_reset)
		full <= 0;
	else if (i_ce)
		full <= (full)||(rdaddr==0);
	initial	sub = 0;
	always @(posedge i_clk)
	if (i_reset)
		sub <= 0;
	else if (i_ce)
	begin
		if (full)
			sub <= { OPT_SIGNED&preval[(IW-1)], preval }
					- { OPT_SIGNED&memval[(IW-1)], memval };
		else
			sub <= { OPT_SIGNED&preval[(IW-1)], preval };
	end
	initial	acc = 0;
	always @(posedge i_clk)
	if (i_reset)
		acc <= 0;
	else if (i_ce)
		acc <= acc + { {(LGMEM-1){OPT_SIGNED&sub[IW]}}, sub };
	generate begin : RND
	if (IW+LGMEM == OW)
	begin : NO_ROUNDING
		assign	rounded = acc;
	end else if (IW+LGMEM == OW + 1)
	begin : NO_DROP_BIT
		assign	rounded = acc + { {(OW){1'b0}}, acc[1] };
	end else  
	begin : GENERIC
		assign	rounded = acc + {
				{(OW){1'b0}},
				acc[(IW+LGMEM-OW)],
				{(IW+LGMEM-OW-1){!acc[(IW+LGMEM-OW)]}}
				};
	end end endgenerate
	initial	o_result = 0;
	always @(posedge i_clk)
	if (i_reset)
		o_result <= 0;
	else if (i_ce)
		o_result <= rounded[(IW+LGMEM-1):(IW+LGMEM-OW)];
endmodule
$ cat flow/run.sh
#!/bin/bash
# OpenROAD 26Q1-2900-gdf79404cd8, Yosys 0.63+post, stock flow scripts
make -C /OpenROAD-flow-scripts/flow DESIGN_CONFIG=/design/flow/config.mk WORK_HOME=/design/flow/orfs finish
$ cat flow/config.mk
export PLATFORM = sky130hd
export DESIGN_NAME = boxcar
export DESIGN_NICKNAME = boxcar
export VERILOG_FILES = /design/flow/design.v
export SDC_FILE = /design/flow/constraint.sdc
export NUM_CORES = 4
export LEC_CHECK = 1
export CORE_UTILIZATION = 50
$ cat flow/constraint.sdc
current_design boxcar

set clk_period 21.9
set clk_io_pct 0.2

create_clock -name clk0 -period $clk_period [get_ports {i_clk}]

set non_clock_inputs [all_inputs -no_clocks]
set_input_delay [expr $clk_period * $clk_io_pct] -clock clk0 $non_clock_inputs
set_output_delay [expr $clk_period * $clk_io_pct] -clock clk0 [all_outputs]
==> impl_metrics.csv <==
group,metric,value,unit
yosys,mappedNetlistArea,45300,µm²
global_route,globalRouteMet3Util,16.85,%
yosys,yosys.cell_types.count,66,
critical_path,rr_endpoint,"memval[13]",
critical_path,ff2ff_path_depth,9,
drt,detail_route.first_pass.iterations,5,
die,die_area,91820,µm²
die,placeableCoreArea,89870,µm²
die,chipWidth,303.0,µm
global_route,grt_busiest_layer,"met2",
global_route,grt_pass1_vias,24236,
timing,timing.fmax,162.4,MHz
power_and_ir_drop,power.ir.vdd_worst,0.07269,mV
critical_path,crit_fanout,51,
cells_and_area,final_layout_size_suffix_gt1_share,21.74,%
cells_and_area,area_growth,12.42,%
drt,avgViaCountPerCell,5.988,
yosys,async_reset_ff_share,0,%
clocking,cts_setup_buffers,0,
timing,grt_setup_unrepaired,"false",
critical_path,setup.worst_path.start,"i_ce",
critical_path,crit_type,"in -> reg",
global_route,grt_use_met2,38.93,%
flow_run,tool_warnings,27,
critical_path,regToRegSetupSlack,16.70,ns
die,placementRows,110,
power_and_ir_drop,p_leak,0.01673,µW
clocking,holdBufCountCts,0,
clocking,clk_ins_delay_skew_pair,0.71,ns
hold_path,worstHoldStart,"o_result[17]",
clocking,ctsHtreeMaxLevel,3,
yosys,yosys_most_used_dff,"edfxtp_1",
global_route,grt_antenna_before_repair,0,
drt,postRouteWirelength,106.3,mm
clocking,cts-buffers-inserted,112,
hold_path,holdPathEnd,"o_result[17]",
yosys,numSynthFlops,1130,
die,top_level_i_o_count,47,
timing,period_needed,6.157,ns
yosys,share_of_synthesized_area_occupied_by_flip_flops_and_latches,73.04,%
critical_path,critical_path_arrival,6.76,ns
clocking,cts_tree,"done",
global_route,total_routing_usage_gr,26.70,%
clocking,cts.path.max_buffers,3,
drt,diodes,0,
timing,maxSlewHeadroom,38.59,%
global_route,global_route.overflow_total,0,
yosys,chip_area_in_the_yosys_report,45300,µm²
run_status,outcome,"complete, no violations",
drt,drcViolationCount,0,
die,initial_core_util,50.41,%
drt,wl_cell,27.90,µm
yosys,synth_cells,2409,
yosys,yosys-stat-cells,2409,
clocking,cts.clk_slew.worst_paths,0.06,ns
global_route,maximum_number_of_pins_on_one_net_before_global_route_repair,83,
placement,dp_hpwl,64.69,mm
critical_path,cp-start-kind,"input pin",
drt,drtAntennaViolNets,0,
global_route,grt.met1_usage,37.69,%
yosys,syn_area_per_cell,18.81,µm²
power_and_ir_drop,powerDensity,94.26,nW/µm²
timing,drv_slew,0,
critical_path,cp-end-kind,"flip-flop",
cells_and_area,utilization,56.67,%
timing,fin_worst_skew,0.03286,ns
drt,detail_route.iter0.violations,1475,
timing,final_hold_viol_count,0,
timing,report.final.setup_viol,0,
clocking,clock-root-buffer,"clkbuf_16",
hold_path,worstHoldPathType,"reg -> reg",
yosys,edf_count,1046,
clocking,cts_num_sinks,1130,
timing,worstMarginPinSlew,0.8980,ns
global_route,wire_length_of_the_first_global_routing_pass,157.8,mm
placement,io_buffer_count,46,
critical_path,reg2reg_from,"rdaddr[0]",
timing,final_min_period_over_clock_period,28.11,%
clocking,ctsResizeCount,0,
placement,gpl.final_weighted_congestion,0.8906,
yosys,yosysWarningCount,1,
critical_path,worst-endpoint-required,22.50,ns
timing,tns,0,ns
flow_run,max_cap_violations,0,
drt,routed-via-count,22827,
hold_path,min_delay_path_depth,2,
die,die.size.y,303.0,µm
==> worst max-delay path by stage <==
stage / to / slack, ns / cells past startpoint
5_1_grt: acc[21] / 15.61 / 6
6_report: acc[21] / 15.74 / 6
4_1_cts: acc[21] / 15.79 / 6
==> critical path, cell delays in order <==
cell and delay (ns):
buf_4 0.18, buf_4 0.58, buf_4 0.67, nand4_1 0.27, a211oi_1 0.29, mux2_1 0.34
==> where the power goes <==
group,internal (µW),switching (µW),leakage [µW]
sequential,2380,12.6,0.0101
combinational,207,331,0.00490
clock,1060,810,0.00171
total,3650,1150,0.0167
==> layout make-up <==
class                           count  area [µm²]
Multi-Input combinational cell   1107       11400
Clock inverter                     69       700.7
Clock buffer                      132        2878
Tap cell                         1176        1471
Fill cell                        6566       38940
Sequential cell                  1130       33090
Inverter                           41       153.9
Timing Repair Buffer              157        1234
==> cells in the final DEF (no fill, tap or decap), drive strengths merged, types with 22 or more instances in the layout <==
cell,count
clkdlybuf4s50,28
buf,129
nand3,32
a21oi,59
nor3,22
ha,37
o21ai,62
nor2,161
nand2,93
nor2b,24
mux2i,120
clkbuf,132
inv,44
edfxtp,1046
a211oi,30
clkinv,46
mux4,259
dfxtp,84
==> logic make-up (layout without fill, tap and decap cells) <==
logic type,count (synthesis),count (layout),share of synthesized area (%)
compound gates,262,262,3.748
mux,389,389,15.78
xor+xnor,25,25,0.4833
simple gates,392,392,3.952
buf+inv,172,399,1.889
flops,1130,1130,73.04
fa+ha+maj,39,39,1.110
==> per-layer routing <==
| layer | wire [µm] | vias to the layer above |
|---|---|---|
| met2 | 51380 | 1100 |
| li1 | - | 10046 |
| met4 | 2455 | 2 |
| met1 | 37470 | 11548 |
| met5 | 119 | - |
| met3 | 14930 | 131 |
==> sequential cells by signal, summed over array words and instances (netlist names) <==
signal / cells
mem: 1024
preval: 16
acc: 22
sub: 17
memval: 16
rdaddr: 6
full: 1
o_result: 22
wraddr: 6
==> synth_stat cells, types with 32 or more instances <==
| cell | count | area (µm²) |
|---|---|---|
| o21ai_0 | 57 | 285.3 |
| ha_1 | 37 | 462.9 |
| nand3_1 | 32 | 160.2 |
| nor2_1 | 161 | 604.3 |
| a21oi_1 | 59 | 295.3 |
| clkbuf_1 | 67 | 251.5 |
| nand2_1 | 93 | 349.1 |
| dfxtp_1 | 84 | 1682 |
| mux2i_1 | 120 | 1201 |
| edfxtp_1 | 1046 | 31410 |
| inv_1 | 39 | 146.4 |
| mux4_2 | 259 | 5833 |
==> per-stage QoR <==
step	hold WS, ns	std cells	power [µW]	setup WS, ns	cell area (µm²)
after floorplan	0.4360	2409	2776	14.70	45300
after global placement	0.4718	3611	2981	15.07	47350
after detailed placement	0.4861	3611	2984	15.03	47350
after CTS	0.4981	3812	4847	15.79	50930
after global routing	0.5247	3812	4960	15.61	50930
final	0.4933	3812	4801	15.74	50930
Power figures rest on the tool's default switching activity, not on a simulated workload.
